==> flow/design.v <==
`timescale 1ns / 1ns
module top #(
    parameter NO_OF_LEDS = 4
)
(
    input clk,
    input resetn,
	output ser_tx,
	input  ser_rx,
    output [NO_OF_LEDS-1:0] led,
    output reset_led
);  
    parameter MEM_WORDS = 8192;
    parameter [ 0:0] ENABLE_COUNTERS = 1;
    parameter [ 0:0] ENABLE_COUNTERS64 = 1;
    parameter [ 0:0] ENABLE_REGS_16_31 = 1;
    parameter [ 0:0] ENABLE_REGS_DUALPORT = 1;
    parameter [ 0:0] LATCHED_MEM_RDATA = 0; 
    parameter [ 0:0] TWO_STAGE_SHIFT = 0;
    parameter [ 0:0] BARREL_SHIFTER = 1;
    parameter [ 0:0] TWO_CYCLE_COMPARE = 0;
    parameter [ 0:0] TWO_CYCLE_ALU = 0;
    parameter [ 0:0] COMPRESSED_ISA = 1;
    parameter [ 0:0] CATCH_MISALIGN = 1;
    parameter [ 0:0] CATCH_ILLINSN = 1;
    parameter [ 0:0] ENABLE_PCPI = 0;
    parameter [ 0:0] ENABLE_MUL = 1;
    parameter [ 0:0] ENABLE_FAST_MUL = 0;
    parameter [ 0:0] ENABLE_DIV = 1;
    parameter [ 0:0] ENABLE_IRQ = 0;
    parameter [ 0:0] ENABLE_IRQ_QREGS = 0;
    parameter [ 0:0] ENABLE_IRQ_TIMER = 0;
    parameter [ 0:0] ENABLE_TRACE = 0;
    parameter [ 0:0] REGS_INIT_ZERO = 0;
    parameter [31:0] MASKED_IRQ = 32'h 0000_0000;
    parameter [31:0] LATCHED_IRQ = 32'h ffff_ffff;
    parameter [31:0] PROGADDR_RESET = 32'h 0000_0000;
    parameter [31:0] PROGADDR_IRQ = 32'h 0000_0000;
    parameter [31:0] STACKADDR = 32'd 8000;
    wire mem_valid;
    wire mem_instr;
    wire mem_ready;
    wire [31:0] mem_addr;
    wire [31:0] mem_wdata;
    wire [3:0] mem_wstrb;
    wire [31:0] mem_rdata;
    reg ram_ready;
    wire [31:0] ram_rdata;
    wire [31:0] led_rdata;
    wire led_sel = mem_valid && (mem_addr == 32'h 0200_0000); 
    wire        simpleuart_reg_div_sel = mem_valid && (mem_addr == 32'h 0200_0004);  
	wire [31:0] simpleuart_reg_div_do;
	wire        simpleuart_reg_dat_sel = mem_valid && (mem_addr == 32'h 0200_0008);  
	wire [31:0] simpleuart_reg_dat_do;
	wire        simpleuart_reg_dat_wait;
    assign mem_ready = ram_ready || led_sel ||
			simpleuart_reg_div_sel || (simpleuart_reg_dat_sel && !simpleuart_reg_dat_wait);
	assign mem_rdata =  ram_ready ? ram_rdata : simpleuart_reg_div_sel ? simpleuart_reg_div_do :
			simpleuart_reg_dat_sel ? simpleuart_reg_dat_do : led_sel ? led_rdata : 32'h 0000_0000;
    always @(posedge clk)
        ram_ready <= mem_valid && !mem_ready && mem_addr < 4*MEM_WORDS;
       picorv32 #(
        .ENABLE_COUNTERS(ENABLE_COUNTERS),
        .ENABLE_COUNTERS64(ENABLE_COUNTERS64),
        .ENABLE_REGS_16_31(ENABLE_REGS_16_31),
        .ENABLE_REGS_DUALPORT(ENABLE_REGS_DUALPORT),
        .LATCHED_MEM_RDATA(LATCHED_MEM_RDATA),
        .TWO_STAGE_SHIFT(TWO_STAGE_SHIFT),
        .BARREL_SHIFTER(BARREL_SHIFTER),
        .TWO_CYCLE_COMPARE(TWO_CYCLE_COMPARE),
        .TWO_CYCLE_ALU(TWO_CYCLE_ALU),
        .COMPRESSED_ISA(COMPRESSED_ISA),
        .CATCH_MISALIGN(CATCH_MISALIGN),
        .CATCH_ILLINSN(CATCH_ILLINSN),
        .ENABLE_PCPI(ENABLE_PCPI),
        .ENABLE_MUL(ENABLE_MUL),
        .ENABLE_FAST_MUL(ENABLE_FAST_MUL),
        .ENABLE_DIV(ENABLE_DIV),
        .ENABLE_IRQ(ENABLE_IRQ),
        .ENABLE_IRQ_QREGS(ENABLE_IRQ_QREGS),
        .ENABLE_IRQ_TIMER(ENABLE_IRQ_TIMER),
        .ENABLE_TRACE(ENABLE_TRACE),
        .REGS_INIT_ZERO(REGS_INIT_ZERO),
        .MASKED_IRQ(MASKED_IRQ),
        .LATCHED_IRQ(LATCHED_IRQ),
        .PROGADDR_RESET(PROGADDR_RESET),
        .PROGADDR_IRQ(PROGADDR_IRQ),
        .STACKADDR(STACKADDR)
    ) cpu (
        .clk(clk),
        .resetn(resetn),
        .mem_valid(mem_valid),
        .mem_instr(mem_instr),
        .mem_ready(mem_ready),
        .mem_addr(mem_addr),
        .mem_wdata(mem_wdata),
        .mem_rdata(mem_rdata),
        .mem_wstrb(mem_wstrb),
        .trap(),
        .mem_la_read(),        
        .mem_la_write(),       
        .mem_la_addr(),        
        .mem_la_wdata(),       
        .mem_la_wstrb(),       
        .pcpi_valid(),         
        .pcpi_insn(),          
        .pcpi_rs1(),          
        .pcpi_rs2(),          
        .pcpi_wr(),           
        .pcpi_rd(),           
        .pcpi_wait(),         
        .pcpi_ready(),        
        .irq(32'b0),           
        .eoi(),           
        .trace_valid(),       
        .trace_data() 
    );
    simpleuart simpleuart (
		.clk         (clk         ),
		.resetn      (resetn      ),
		.ser_tx      (ser_tx      ),
		.ser_rx      (ser_rx      ),
		.reg_div_we  (simpleuart_reg_div_sel ? mem_wstrb : 4'b 0000),
		.reg_div_di  (mem_wdata),
		.reg_div_do  (simpleuart_reg_div_do),
		.reg_dat_we  (simpleuart_reg_dat_sel ? mem_wstrb[0] : 1'b 0),
		.reg_dat_re  (simpleuart_reg_dat_sel && !mem_wstrb),
		.reg_dat_di  (mem_wdata),
		.reg_dat_do  (simpleuart_reg_dat_do),
		.reg_dat_wait(simpleuart_reg_dat_wait)
	);
    memory #(
        .WORDS(MEM_WORDS)
    ) ram (
        .clk(clk),
        .wen((mem_valid && !mem_ready && mem_addr < 4*MEM_WORDS) ? mem_wstrb : 4'b0),
        .addr(mem_addr[23:2]),
        .wdata(mem_wdata),
        .rdata(ram_rdata)
    );
    led_module device (
        .clk(clk),
        .resetn(resetn),
        .wen(led_sel ? mem_wstrb : 4'b0),
        .wdata(mem_wdata),
        .rdata(led_rdata)
    );
    assign led = led_rdata[NO_OF_LEDS-1:0];
    assign reset_led = resetn;
endmodule
module led_module (
    input clk,
    input resetn,
    input [3:0] wen,
    input [31:0] wdata,
    output reg [31:0] rdata
);
    (* syn_keep *) reg [31:0] device_reg;
    always @(posedge clk) begin
        if (!resetn) 
            device_reg <= 32'h0;
        else if (|wen) begin 
            if (wen[0]) device_reg[7:0]   <= wdata[7:0];
            if (wen[1]) device_reg[15:8]  <= wdata[15:8];
            if (wen[2]) device_reg[23:16] <= wdata[23:16];
            if (wen[3]) device_reg[31:24] <= wdata[31:24];
        end
    end
    always @(*) begin
        rdata = device_reg;
    end
endmodule
==> flow/run.sh <==
#!/bin/bash
# OpenROAD 26Q1-2900-gdf79404cd8, Yosys 0.63+post, stock flow scripts
make -C /OpenROAD-flow-scripts/flow DESIGN_CONFIG=/design/flow/config.mk WORK_HOME=/design/flow/orfs finish
==> flow/config.mk <==
export PLATFORM = sky130hd
export DESIGN_NAME = led_module
export DESIGN_NICKNAME = led_module
export VERILOG_FILES = /design/flow/design.v
export SDC_FILE = /design/flow/constraint.sdc
export NUM_CORES = 4
export LEC_CHECK = 1
export CORE_AREA = 10 10 94 94
export DIE_AREA = 0 0 104 104
==> flow/constraint.sdc <==
current_design led_module

set clk_period 1.0
set clk_io_pct 0.2

create_clock -name clk0 -period $clk_period [get_ports {clk}]

set non_clock_inputs [all_inputs -no_clocks]
set_input_delay [expr $clk_period * $clk_io_pct] -clock clk0 $non_clock_inputs
set_output_delay [expr $clk_period * $clk_io_pct] -clock clk0 [all_outputs]
==> impl_metrics.tcl <==
# flow metrics
set metrics [dict create \
    cts_tree "yes" \
    die_h_um 104 \
    clk_pin_slew_ps 60 \
    avgSynthCellArea_um2 11.9 \
    wl_per_cell_um 12.1 \
    path_buffers 1 \
    initCoreUtil_pct 17.9 \
    slowest_stage "dfxtp_2" \
    largest_reg_flops 32 \
    fp.coreArea_um2 6830 \
    seqPwrFrac_pct 50.9 \
    switching_share_pct 22.0 \
    seqCellArea_um2 681 \
    total_power_mw 2.75 \
    layout_top_cell "clkdlybuf4s50_1" \
    syn_inst 103 \
    ys_warn_count 1 \
    peakVddDrop_mv 0.360 \
    ys_types 5 \
    gr-usage-all-layers_pct 6.11 \
    final_cell_mix "clkdlybuf4s50_1 (37), mux2i_1 (32), nor2b_1 (32), dfxtp_2 (32), clkbuf_2 (24)" \
    fp.dieW_um 104 \
    drt-pass1-iter-count 2 \
    top_area_cell "dfxtp_1" \
    nFillCells 734 \
    p_sw_uw 604 \
    path_class "flop to output port" \
    cp_top_family "flip-flops" \
    slew_headroom_pct 90.0 \
    tool_warnings 25 \
    area_growth_pct 66.8 \
    hold_slack_ps 503 \
    worstPathCellList "clkdlybuf4s15_1" \
    postCtsSetupRepairBufs 0 \
    comb_area_um2 520 \
    portBuffers 69 \
    clkPwrFrac_pct 33.3 \
    combPwrFrac_pct 15.7 \
    cap_violations 0 \
    area_leaders "dfxtp_1 (52%), mux2i_1 (26%), nor2b_1 (16%)" \
    power_leakage_nw 0.905 \
    cts_max_level 2 \
    fin_crit_ps 955 \
    chip_area_um2 10800 \
    status "finished, final reports clean" \
    grt_pass1_wl_um 5530 \
    num_rows 30 \
    cts_max_path_buffers 2 \
    clk_latency_ps 270 \
    num_vias 946 \
    p_int_mw 2.14 \
    worst_pin_slew_ps 145 \
    min-delay-path-class "flop to flop" \
    synthesis.area_um2 1220 \
    antenna_found_initial 0 \
    hold_viol 0 \
    wirelength_um 3340 \
    setup_viol_count_final 0 \
    cp_max_fo 2 \
    grt_pass1_vias 1046 \
    yosys.area.top_type_share_pct 52.5 \
    p_per_area_nw_per_um2 1350 \
    cp-start-kind "flop" \
    clockRootBuffer "clkbuf_8" \
    fin_crit_sh_pct 95.5 \
    ant_nets 0 \
    ys_seq_share_pct 52.5 \
    drv_slew 0 \
    critPathCaptureType "output port" \
    fin_tns_setup_ps 0 \
    grt_max_degree 22 \
    critPathArrivalTime_ps 760 \
    clkSinkCount 32 \
    rsz0062_at_grt "false" \
    ys.flops 32 \
    cts_made_buffers 5 \
    worstPathRequired_ps 800 \
    critPathMaxStageDelay_ps 320 \
    fmax_mhz 1050 \
    skew_ps 0 \
    antennaDiodeCount 0 \
    viasPerCell 3.44 \
    io_pins 70 \
    drc_errors 0 \
    grt-ovfl-total 0 \
    ys_cells 103 \
    ys_area_um2 1220 \
    drtIter0Drc 21 \
    routabilityCongestion 0.677 \
    drive_gt1_share_pct 42.5 \
    dp.final_hpwl_um 2610 \
]
## layer usage
metal	share of wire, %	GRT usage [%]	wire (um)
met3	6.7	2.13	225
met5	0	0	0
met4	2.5	1.29	85
met1	46	8.26	1550
met2	44	9.23	1480
## timing repair
item	4_1_cts	5_1_grt
endpoints found under the setup margin	32	24
hold buffers	0	0
resized	104	24
endpoints found under the hold margin	0	0
## area by class of cell
| type | count | share of cell area, % |
|---|---|---|
| Sequential cell | 32 | 33.4 |
| Timing Repair Buffer | 76 | 31.3 |
| Multi-Input combinational cell | 64 | 25.6 |
| Tap cell | 96 | 5.90 |
| Clock buffer | 6 | 3.56 |
| Clock inverter | 1 | 0.246 |
## stage by stage
stage          instance area (um^2)  cells  utilization (%)  setup slack [ps]
2_1_floorplan                  1220    103                -               343
3_3_place_gp                   2070    268             30.4              -219
3_5_place_dp                   2070    268             30.4              -233
4_1_cts                        2160    275             31.6             0.385
5_1_grt                        2040    275             29.8              1.87
6_report                       2040    275             29.8              44.6
## power by group through the flow
stage	Combinational (mW)	Sequential, mW	Clock [mW]
global route	0.481	1.41	1.03
finish	0.432	1.40	0.916
CTS	0.474	1.40	0.992
## cell usage after synthesis
master,count
buf_6,4
mux2i_1,32
buf_2,3
nor2b_1,32
dfxtp_1,32
## worst reg2reg max path, stage by stage, from the launching register on
cell and delay [ps]:
dfxtp_2 320, buf_4 120, mux2i_1 120, nor2b_1 60
## worst paths after layout
kind / startpoint / end / slack (ps) / cells after the start
worst max register to register: device_reg[23]$_SDFFE_PN0P_ / device_reg[23]$_SDFFE_PN0P_ / 280 / 3
worst min-delay path: device_reg[31]$_SDFFE_PN0P_ / device_reg[31]$_SDFFE_PN0P_ / 500 / 2
worst max-delay path: device_reg[31]$_SDFFE_PN0P_ / rdata[31] / 40 / 1
worst min register to register: device_reg[31]$_SDFFE_PN0P_ / device_reg[31]$_SDFFE_PN0P_ / 500 / 2
## kinds of logic (layout without fill, tap and decap cells)
logic type | count (synthesis) | after routing | synth area share [%]
flops | 32 | 32 | 52.5
simple gates | 32 | 32 | 16.4
mux | 32 | 32 | 26.2
buf+inv | 7 | 83 | 4.92
Power and IR drop assume default switching activity.
